==> design/flow/config.mk <==
export PLATFORM = sky130hd
export DESIGN_NAME = pidrive
export DESIGN_NICKNAME = pidrive
export VERILOG_FILES = /design/flow/design.v
export SDC_FILE = /design/flow/constraint.sdc
export NUM_CORES = 4
export LEC_CHECK = 1
export CORE_UTILIZATION = 30
==> design/flow/constraint.sdc <==
current_design pidrive

set clk_period 4.0
set clk_io_pct 0.2

create_clock -name clk0 -period $clk_period [get_ports {MCLK}]
create_clock -name clk1 -period $clk_period [get_ports {PI_CLK}]

set non_clock_inputs [all_inputs -no_clocks]
set_input_delay [expr $clk_period * $clk_io_pct] -clock clk0 $non_clock_inputs
set_output_delay [expr $clk_period * $clk_io_pct] -clock clk0 [all_outputs]
==> design/flow/design.v <==
module pidrive(
    output reg AEMP,  
    output reg INAC,  
    output reg IC5_OE,  
    output reg IC4_OE,  
    output reg IC3_OE,  
    output reg IC2_OE,  
    output reg IC1_OE,  
    output reg XAEN,    
    input wire PI_CLK,  
    input wire MCLK,    
    input wire BCLK_IN,  
    input wire DATA_IN,  
    input wire LRCLK_IN,  
    output reg DATA_OUT,  
    output reg BCLK_OUT,  
    output reg LRCLK_OUT,  
    output reg MUTE,  
    output reg DIR_BI,  
    inout [7:0]  DATA_BUS,  
    input wire INCD,  
    output reg DIR_IN,  
    output reg DIR_OUT,  
    input wire CE0,  
    input wire SCLK,  
    output wire MISO,  
    input wire MOSI,  
    inout SDATA,  
    input wire SCK,  
    input wire RESET,  
    input wire SCCK,  
    input wire ENABLE,  
    input wire HWR,     
    output reg STCH,  
    input wire HRD,   
    input wire CMD,  
    output reg EFFK, 
    output reg SBCP,
    output reg SCOR,
    output reg DRQ,
    output reg DTEN, 
    output reg STEN, 
    output reg EOP,
    input wire RESET_n     
) ;
    wire sck_falling_edge = sck_prev & ~SCK;
    assign SDATA = sdata_oe ? sdata_out : 1'bz;
    localparam LO = 1'b0;
    localparam HI = 1'b1;
    parameter CLOCK_FREQ = 200_000_000;   
    parameter EFFK_FREQ = 7_350;          
    parameter SCOR_FREQ = 98;             
    parameter CLOCK_CYCLE_TIME = 5 ;       
    parameter SCOR_DELAY = 2000;           
    localparam [7:0] FP_CMD_PLAY   = 8'b10000000;
    localparam [7:0] FP_CMD_STOP   = 8'b01100000;
    localparam [7:0] FP_CMD_REWIND = 8'b00100000;
    localparam [7:0] FP_CMD_FF     = 8'h01000000;
    localparam [7:0] FP_CMD_IDLE   = 8'b00001000;
    localparam IDLE = 2'b00;
    localparam RECEIVE = 2'b01;
    localparam TRANSMIT = 2'b10;
    localparam CMD_SEEK    = 8'h01;
    localparam CMD_READ    = 8'h02;
    localparam CMD_MOTORON = 8'h04;
    localparam CMD_MOTOROF = 8'h05;
    localparam CMD_PLAYLSN = 8'h09;
    localparam CMD_PLAYMSF = 8'h0a;
    localparam CMD_PLAYTRK = 8'h0b;
    localparam CMD_STATUS  = 8'h81;
    localparam CMD_CLRERR  = 8'h82;
    localparam CMD_MODEL   = 8'h83;
    localparam CMD_SETMODE = 8'h84;
    localparam CMD_SUBQ    = 8'h87;
    localparam CMD_INFO    = 8'h89;
    localparam CMD_READTOC = 8'h8a;
    localparam CMD_PAUSE   = 8'h8b;
    localparam CMD_PANEL   = 8'ha3;
  reg [7:0] cd_status;   
    reg [7:0] spi_data_out;          
    reg [7:0] spi_data_in;           
    reg [1:0] state, next_state;
    reg [2:0] spi_bit_count;         
    reg [7:0] spi_shift_reg;         
    reg [31:0] i2s_shift_reg;  
    reg [4:0] i2s_bit_count;  
    reg lrclk_prev;           
    reg [14:0] effk_counter = 0;
    localparam EFFK_MAX = (CLOCK_FREQ / (2 * EFFK_FREQ)) - 1;   
    reg [7:0] scor_counter = 0;
    reg [7:0] frame_counter = 0;
    reg [14:0] scor_pulse_counter = 0;
    reg [10:0] scor_delay_counter = 0;
    reg scor_state = 0;
reg [7:0] FP_STATUS = 8'h00;    
reg [7:0] FP_COMMAND = 8'h00;   
reg fp_disabled = 1'b0;        
reg [1:0] u62_state = IDLE;
reg [2:0] u62_bit_counter = 3'b000;
reg [7:0] u62_shift_register = 8'b0;
reg sck_prev = 1'b1;
reg sdata_out = 1'b0;
reg sdata_oe = 1'b0;   
    initial begin
        EFFK = 1'b0;
        SCOR = 1'b0;
        STEN = 1'b1;
        DTEN = 1'b1;
        DRQ = 1'b0;
        EOP = 1'b1;
        cd_status = 8'b00000000;  
        IC1_OE = 0;
        IC2_OE = 0;
        IC3_OE = 0;
        IC4_OE = 0;
        IC5_OE = 0;
        DIR_IN = 1 ;
        DIR_OUT = 0;
    end
    always @(posedge MCLK or negedge RESET_n) begin
    if (!RESET_n) begin
            i2s_shift_reg <= 32'b0;
            i2s_bit_count <= 5'b0;
            DATA_OUT <= 1'b0;
            BCLK_OUT <= 1'b0;
            LRCLK_OUT <= 1'b0;
            lrclk_prev <= 1'b0;
        end else begin
            BCLK_OUT <= BCLK_IN;
            LRCLK_OUT <= LRCLK_IN;
            if (BCLK_OUT && !BCLK_IN) begin   
                if (LRCLK_IN != lrclk_prev) begin   
                    i2s_bit_count <= 5'd23;   
                    i2s_shift_reg <= {DATA_IN, i2s_shift_reg[31:1]};   
                end else if (i2s_bit_count > 5'd7) begin   
                    i2s_shift_reg <= {DATA_IN, i2s_shift_reg[31:1]};   
                    i2s_bit_count <= i2s_bit_count - 1'b1;
                end else begin   
                    i2s_bit_count <= i2s_bit_count - 1'b1;
                end
                DATA_OUT <= (i2s_bit_count > 5'd7) ? i2s_shift_reg[0] : 1'b0;
            end
            lrclk_prev <= LRCLK_IN;
        end
    end
always @(posedge PI_CLK) begin
    if (effk_counter == EFFK_MAX) begin
        effk_counter <= 0;
        EFFK <= ~EFFK;
        if (EFFK == HI) begin
            if (frame_counter == 0) begin
                scor_state <= HI;
                frame_counter <= frame_counter + 1;
            end
            else if (frame_counter > 0 && frame_counter < 97) begin
                scor_state <= LO;
                frame_counter <= frame_counter + 1;
            end
            else if (frame_counter == 97) begin
                frame_counter <= 0;
            end
        end
    end
    else begin
        if (effk_counter > SCOR_DELAY) begin
           case (scor_state)
              LO: begin
                SCOR <= LO;
              end
              HI: begin
                SCOR <= HI;
              end
            endcase
        end  
        effk_counter <= effk_counter + 1;
    end
end
    always @(posedge PI_CLK) begin
        sck_prev <= SCK;
        case (u62_state)
            IDLE: begin
                if (sck_falling_edge) begin
                    if (SDATA) begin
                        u62_state <= TRANSMIT;
                        sdata_oe <= 1'b1;
                        u62_shift_register <= FP_STATUS;
                    end else begin
                        u62_state <= RECEIVE;
                    end
                    u62_bit_counter <= 0;
                end
            end
            RECEIVE: begin
                if (sck_falling_edge) begin
                    u62_shift_register <= {u62_shift_register[6:0], SDATA};
                    u62_bit_counter <= u62_bit_counter + 1;
                    if (u62_bit_counter == 3'b111) begin
                        u62_state <= IDLE;
                        if (!fp_disabled) begin
                            case ({u62_shift_register[6:0], SDATA})
                                FP_CMD_PLAY:   FP_COMMAND <= FP_CMD_PLAY;
                                FP_CMD_STOP:   FP_COMMAND <= FP_CMD_STOP;
                                FP_CMD_REWIND: FP_COMMAND <= FP_CMD_REWIND;
                                FP_CMD_FF:     FP_COMMAND <= FP_CMD_FF;
                                default:       FP_COMMAND <= 8'h00;  
                            endcase
                        end
                    end
                end
            end
            TRANSMIT: begin
                if (sck_falling_edge) begin
                    sdata_out <= u62_shift_register[7];
                    u62_shift_register <= {u62_shift_register[6:0], 1'b0};
                    u62_bit_counter <= u62_bit_counter + 1;
                    if (u62_bit_counter == 3'b111) begin
                        u62_state <= IDLE;
                        sdata_oe <= 1'b0;
                    end
                end
            end
        endcase
    end
always @(posedge PI_CLK) begin
        case (FP_COMMAND)
            FP_CMD_PLAY: begin
            end
            FP_CMD_STOP: begin
            end
            FP_CMD_REWIND: begin
            end
            FP_CMD_FF: begin
            end
            default: begin
            end
        endcase
    end
endmodule
==> design/flow/run.sh <==
#!/bin/bash
# OpenROAD 26Q1-2900-gdf79404cd8, Yosys 0.63+post, stock flow scripts
make -C /OpenROAD-flow-scripts/flow DESIGN_CONFIG=/design/flow/config.mk WORK_HOME=/design/flow/orfs finish
==> Changelog: implementation <==
### Implementation results

- Outcome: aborted with a tool error
- Stopped at: 4_1_cts
- Error: [error] [KeplerFormal.cpp:679] Workflow failed: Iso has multiple drivers: .SDATA0, SDATA$_DFFE_PP_.Q0
- Seq cells post-synth: 81
- Dominant register cell: dfrtp_1
- Top Ports: approximately 50
- Number of standard cells reported by yosys: between 200 and 300
- Synth Area per Inst: approximately 13 um^2
- Setup Buffers After CTS: 0
- Dpl hpwl: between 3000 and 4000 um
- DIE WIDTH: between 100 and 150 um
- Chip area in the Yosys report: about 0.0037 mm^2
- Area share, top type: 27.0%
- Cell Type Count: approximately 48
- Top area cell types: dfrtp_1 27%, edfxtp_1 20%, mux2_2 10%
- Count of input and output buffers: 10
- Row cnt: ~40
- Vertical die size: around 110 um
- Clk sinks: a little over 80
- YS warnings: 11
- Placer congestion estimate: roughly 0.8
- Post-synth design cell area: approximately 0.0037 mm^2
- Endpoints left unconstrained: 8
- Seq share, synth: 55.8%
- EDFF count, synth: 25
- Async SR Flop Fraction: 49.4%
- Inst Count DP: between 400 and 500
- Synth area leader: dfrtp_1
- Fp_density: between 30% and 40%
- Hold Buf Count CTS: 0
- Post-CTS sizing: 0
- Post-Synthesis Cells: about 300
kinds of logic after synthesis:
family | after synthesis | share of synthesized area (%)
multiplexers | 36 | 10.8
AND/OR/NAND/NOR | 81 | 13.0
AND-OR/OR-AND | 32 | 5.56
flip-flops | 81 | 55.8
XOR/XNOR | 13 | 3.27
other | 2 | 0.202
adder cells (fa/ha/maj) | 14 | 4.72
buffers and inverters | 37 | 6.57
through the flow:
step	hold WS (ns)	cell area (um^2)	worst slack (ns)	total power, W
3_5_place_dp	0.405	3890	1.39	0.00144
3_3_place_gp	0.403	3890	1.43	0.00143
2_1_floorplan	0.400	3780	1.99	0.00137
Yosys cell counts (all sizes together) (5+ instances only):
cell and instances:
and2 11, xnor2 9, a31oi 5, buf 24
nand2 7, nor3 5, nor2b 5, o21ai 8
mux2 33, dfxtp 16, ha 14, dfrtp 40
edfxtp 25, a21oi 11, inv 12, nor2 16
nand3 7
Power figures rest on the tool's default switching activity, not on a simulated workload.
